[./design.v]
module ALU(A, B, ALU_Control, ALU_Out, CO, OVF, N, Z);
    parameter W = 8;
    input [W-1:0] A,B;   
    input [2:0] ALU_Control; 
    output [W-1:0] ALU_Out;  
    output CO;   
    output OVF;  
    output N;    
    output Z;    
	reg [W-1:0] ALU_Result;
	assign ALU_Out = ALU_Result;  
	reg [W:0]Carry_Out;  
	reg Overflow;  
	assign CO = Carry_Out[W];  
	assign OVF = Overflow;
	assign N = ALU_Result[W-1];
	assign Z = ~(|ALU_Result);
    always @(*)
    begin
        case(ALU_Control)
        3'b000: begin 
			ALU_Result = A + B ; 
			Overflow  = ((~A[W-1])&(~B[W-1])&ALU_Result[W-1])|(A[W-1]&B[W-1]&(~ALU_Result[W-1]));
			Carry_Out = {1'b0, A} + {1'b0, B};
			end 
        3'b001: begin 
			ALU_Result = A - B ;
			Overflow  = ((~A[W-1])&B[W-1]&ALU_Result[W-1])|((A[W-1])&(~B[W-1])&(~ALU_Result[W-1]));
			Carry_Out = ~({1'b0, A} + {1'b0, (-B)});
			end
        3'b010: begin  
			ALU_Result = B - A;
			Overflow  = ((~A[W-1])&B[W-1]&(~ALU_Result[W-1]))|((A[W-1])&(~B[W-1])&ALU_Result[W-1]);
			Carry_Out = ~({1'b0, (-A)} + {1'b0, B});
			end 
        3'b011: begin  
			ALU_Result = {W{1'b0}}; 
			Overflow = 1'b0;
			Carry_Out = {W+1{1'b0}};
			end 
        3'b100: begin  
			ALU_Result = A & B;
			Overflow = 1'b0;
			Carry_Out = {W+1{1'b0}};
			end
        3'b101: begin  
			ALU_Result = A | B;
			Overflow = 1'b0;
			Carry_Out = {W{1'b0}};
			end
        3'b110: begin  
            ALU_Result = A ^ B;
			Overflow = 1'b0;
			Carry_Out = {W{1'b0}};
			end
        3'b111: begin  
            ALU_Result = ~(A ^ B);
			Overflow = 1'b0;
			Carry_Out = {W{1'b0}};
			end
        default: begin ALU_Result = A + B ; 
		   	Overflow = 1'b0;
			Carry_Out = {W{1'b0}};
			end
        endcase
    end
endmodule
module Datapath(Clock, Reset, PCWrite, AdrSrc, MemWrite, IRWrite, WriteASrc, WriteDSrc, 
				ALUSrcA, ALUSrcB, RegWrite, RegSrc, ALUControl, 
				ShiftType, Op, Funct, ResultSrc, Flags);
	input Clock,Reset, PCWrite, AdrSrc, MemWrite, IRWrite, WriteASrc;
	input ALUSrcA, ALUSrcB, RegWrite, RegSrc;
	input [2:0] ALUControl;
	input [2:0] ShiftType; 
	input [1:0] ResultSrc;
	input [1:0]	WriteDSrc;
	output [1:0] Op;
	output [2:0] Funct;
	output [3:0] Flags;
	wire [7:0]  PC;
	wire [7:0]  Adr;
	wire [15:0] ReadData;
	wire [15:0] Inst;
	wire [7:0]  Data;
	wire [2:0]  WriteAddr;
	wire [7:0]  WriteData;
	wire [7:0]  Result;
	wire [7:0] RD1;
	wire [7:0] Rd1;
	wire [7:0] RD2;
	wire [7:0] Rd2;
	wire [7:0] SRD2;
	wire [7:0] SrcA;
	wire [7:0] SrcB;
	wire [7:0] ALUResult;
	wire [2:0] RA2;
	assign Op	 = Inst[15:14];
	assign Funct = Inst[13:11];
	PC #(.Addr_W(8)) ProgramCounter (.clock(Clock), .reset(Reset), .writeEnable(PCWrite), .PC_in(Result), .PC_out(PC));
	Mux2x1 #(.W(8)) AdrMux (.In0(PC), .In1(Result), .Select(AdrSrc), .Out(Adr));
	IDM #(.Addr_W(128),.Data_W(16)) InstDataMemory (.clock(Clock), .reset(Reset), .addr(Adr), .write_enable(MemWrite), 
													.write_data(Rd2), .read_data(ReadData));
	RegWithWE #(.W(16)) InstReg (.Clock(Clock), .Reset(Reset), .WriteEnable(IRWrite), .Data(ReadData), .Q(Inst));
	Mux2x1 #(.W(3)) RA2Mux (.In0(Inst[7:5]), .In1(Inst[10:8]), .Select(RegSrc), .Out(RA2));
	Mux2x1 #(.W(3)) WriteAddrMux (.In0(Inst[10:8]), .In1(3'b111), .Select(WriteASrc), .Out(WriteAddr));
	Mux4x1 #(.W(8)) WriteDataMux (.In0(Result), .In1(PC), .In2(ReadData[7:0]) , .In3(), .Select(WriteDSrc), .Out(WriteData));
	RF #(.Addr_W(8), .Data_W(8)) RegisterFile ( .clock(Clock), .reset(Reset), 
								  .write_enable(RegWrite), .write_data(WriteData), 
								  .read_addr1(Inst[4:2]), .read_addr2(RA2), 
								  .write_addr(WriteAddr), .read_data1(RD1), .read_data2(RD2));
	simpleReg #(.W(8)) RD1Reg (.Clock(Clock), .Reset(Reset), .Data(RD1), .Q(Rd1));
	simpleReg #(.W(8)) RD2Reg (.Clock(Clock), .Reset(Reset), .Data(RD2), .Q(Rd2));
	Shifter SH1 (.In(Rd2),.ShiftType(ShiftType),.Out(SRD2));
	Mux2x1 #(.W(8)) SrcAMux (.In0(Rd1), .In1(PC), .Select(ALUSrcA), .Out(SrcA));
	Mux2x1 #(.W(8)) SrcBMux (.In0(SRD2), .In1(8'h02), .Select(ALUSrcB), .Out(SrcB));
	ALU #(.W(8)) ALU1 (.A(SrcA), .B(SrcB), .ALU_Control(ALUControl), 
							.ALU_Out(ALUResult), .CO(Flags[1]), .OVF(Flags[0]), 
							.N(Flags[3]), .Z(Flags[2]));
	Mux4x1 #(.W(8)) ResultMux (.In0(ALUResult), .In1(SRD2), .In2(Inst[7:0]), .In3(), .Select(ResultSrc), .Out(Result));												
endmodule 
module IDM(clock, reset, addr, write_enable, write_data, read_data);
	parameter Addr_W = 128; 
	parameter Data_W = 16;
	input  clock, reset, write_enable;
	input  [7:0]addr;
	input  [7:0]write_data;
	output [Data_W-1:0]read_data;
	integer k;
	reg [Data_W-1:0] memory [Addr_W-1:0];
	assign read_data=memory[addr[7:1]];
	always@(posedge clock) begin 
		if (reset== 1'b1) begin 
			for (k=11; k<128; k=k+1) begin
				memory[k] = 16'b0;
			end			    
			memory[0]  = 16'b10_001_000_00000010;  
			memory[1]  = 16'b10_001_001_00000111;  
			memory[2]  = 16'b00_010_010_00100000;  
			memory[3]  = 16'b00_001_000_00001000;  
			memory[4]  = 16'b11_011_000_00001110;  
			memory[5]  = 16'b11_010_111_00000000;  
			memory[6]  = 16'b00_000_000_00000000;  
			memory[7]  = 16'b11_001_000_00001010;  
			memory[8]  = 16'b01_001_001_00000000;  
			memory[9]  = 16'b10_010_001_10000000;  
			memory[10] = 16'b10_000_011_10000000;  
		end else if (write_enable==1'b1) 
			memory[addr[7:1]] = {8'h00,write_data};
	end 
endmodule 
module Mux2x1(In0, In1, Select, Out);
	parameter W = 32;
	output reg[W-1:0] Out;
	input [W-1:0] In0, In1;
	input Select;
	always @(In0 or In1 or Select)
		Out = (Select) ? In1 : In0;
endmodule
module Mux4x1(In0, In1, In2, In3, Select, Out);
	parameter W = 8;
	output reg[W-1:0] Out;
	input [W-1:0] In0, In1, In2, In3;
	input [1:0]Select;
 always @(In0 or In1 or In2 or In3 or Select)
 case ( Select )
 2'b00: Out = In0;
 2'b01: Out = In1;
 2'b10: Out = In2;
 2'b11: Out = In3;
 default: Out = {W{1'b0}};
 endcase
 endmodule
module PC(clock, reset, writeEnable, PC_in, PC_out);
	parameter Addr_W = 8;
	input clock, reset, writeEnable;
	input [Addr_W-1:0] PC_in;
	output reg [Addr_W-1:0] PC_out;
	always @ (posedge clock) begin
		if(reset==1'b1)
			PC_out <= {Addr_W{1'b0}};
		else if (writeEnable == 1'b1)
			PC_out <= PC_in;
		else 
			PC_out <= PC_out;
	end
endmodule
module RF(clock, reset, write_enable, write_data, read_addr1, 
		   read_addr2, write_addr, read_data1, read_data2);
	parameter Addr_W = 8; 
	parameter Data_W = 8;
	input  clock, reset ,write_enable;
	input  [2:0]write_addr;
	input  [2:0]read_addr1;
	input  [2:0]read_addr2;
	input  [Data_W-1:0]write_data;
	output reg [Data_W-1:0]read_data1;
	output reg [Data_W-1:0]read_data2;
	integer k;
	reg [Data_W-1:0] register_file [Addr_W-1:0];
	always@(read_addr1,read_addr2) begin 
		read_data1 = register_file[read_addr1];
		read_data2 = register_file[read_addr2];
	end 
	always@(posedge clock) begin 
		if (reset==1'b1) begin 
			for (k=0; k<8; k=k+1) begin
				register_file[k] = 8'b0;
			end
		end else if (write_enable==1'b1) begin
			register_file[write_addr] = write_data;
		end
	end
endmodule
module RegWithWE(Clock, Reset, WriteEnable, Data, Q);
    parameter W = 8;
    input Clock, Reset, WriteEnable;
	input [W-1:0] Data; 
    output reg[W-1:0] Q;  
    always @(posedge Clock)
    begin
		if (Reset) 
			Q <= 0;
		else if (WriteEnable)
			Q <= Data;
		else 
			Q <= Q;
	end 
endmodule
module Shifter(In, ShiftType, Out);
	input  [7:0] In;
	input  [2:0] ShiftType;
	output reg[7:0] Out;
	always@(ShiftType, In) begin  
		case (ShiftType)
			3'b000:  
				Out = In; 
			3'b001:  
				Out = {In[6:0],In[7]};
			3'b010:  
				Out = {In[0],In[7:1]};
			3'b011:  
				Out = {In[6:0],1'b0};
			3'b100:  
				Out = {In[7],In[7:1]};
			3'b101:  
				Out = {1'b0,In[7:1]};
			default:  
				Out = In; 
		endcase 
	end 
endmodule   
module simpleReg(Clock, Reset, Data, Q);
    parameter W = 16;
    input Clock, Reset;
	input [W-1:0] Data; 
    output reg[W-1:0] Q;  
    always @(posedge Clock)
    begin
	if (Reset) 
		Q <= 0;
	else 
		Q <= Data;
	end 
endmodule
[./constraint.sdc]
current_design Datapath

set clk_period 17.3
set clk_io_pct 0.2

create_clock -name clk0 -period $clk_period [get_ports {Clock}]

set non_clock_inputs [all_inputs -no_clocks]
set_input_delay [expr $clk_period * $clk_io_pct] -clock clk0 $non_clock_inputs
set_output_delay [expr $clk_period * $clk_io_pct] -clock clk0 [all_outputs]
[./config.mk]
export PLATFORM = sky130hd
export DESIGN_NAME = Datapath
export DESIGN_NICKNAME = Datapath
export VERILOG_FILES = /design/flow/design.v
export SDC_FILE = /design/flow/constraint.sdc
export NUM_CORES = 4
export LEC_CHECK = 1
export CORE_UTILIZATION = 50
[./run.sh]
#!/bin/bash
# OpenROAD 26Q1-2900-gdf79404cd8, Yosys 0.63+post, stock flow scripts
make -C /OpenROAD-flow-scripts/flow DESIGN_CONFIG=/design/flow/config.mk WORK_HOME=/design/flow/orfs finish
==> results.txt <==
Implementation numbers.

- The tool warning count is 58.
- In this run the remaining antenna-violating nets after routing total 0.
- Setup repair after global routing left no endpoint under its margin.
- The power report puts the leakage power at 22.7 nW.
- The power density over the cells reads 111 mW/mm^2.
- The cell sitting at the root of the clock tree is a sky130_fd_sc_hd__clkbuf_16.
- The core area reads 0.115 mm^2.
- The top cell type by total area after synthesis reads sky130_fd_sc_hd__edfxtp_1.
- Buffers added to address setup during post-CTS repair amount to 0.
- Global routing used 35.8% of the available tracks across all layers.
- The number of levels in the clock H-tree reads 3.
- The via density per instance reads 6.30.
- The detail-routed net length per standard cell is 29.6 um.
- Based on the critical path, the design can be clocked at up to 82.3 MHz.
- The pre-placement core utilization is 50.6%.
- The post-synthesis to final-layout area growth reads 8.55%.
- The top flip-flop cell by instance count after synthesis reads sky130_fd_sc_hd__edfxtp_1.
- The number of violations of the max-capacitance limit reads 0.
- The worst setup timing slack at the placement stage reads 5.34 ns.
- The commonest cells after synthesis are sky130_fd_sc_hd__edfxtp_1 (1088), sky130_fd_sc_hd__and2_1 (764), sky130_fd_sc_hd__nand2_1 (476).
- The synthesized design contains 1137 register bits.
- The flow ran to the end, and the final reports show no timing, DRC or antenna violations.
- The critical path is of the input pin to primary output type.
- The leading cell type by number of instances after synthesis reads sky130_fd_sc_hd__edfxtp_1.
- After layout, the worst setup slack is 5.15 ns.
- Endpoints with negative setup slack in the final report add up to 0.
- The count of clock tree sinks reads 1137.
- The port buffer count reads 28.
- The wire length reported by the detailed router is 190000 um.
- The cell count after synthesis is 4962.
- After clock tree synthesis, the repair step resized 0 gates.
- The largest fanout of any net on the critical path reads 18.
- The number of synthesized flops with an enable pin is 1088.
- For reference, the clock transition at the flip-flops on the worst setup and hold paths is 0.06 ns.
- The largest net degree at the start of global routing reads 112.
- The worst relative slew slack is 24.0%.
- The cell count in the Yosys report reads 4962.
- For reference, the final report shows the max-slew violation count at 0.
- The number of antenna violations at the first check in global routing was 1.
- The classification of the worst-slack hold path reads flip-flop to flip-flop.
- The I/O pin total reads 30.
- The overall die size recorded for this design is 0.117 mm^2.
- For this block, the initial DRC count from the detailed router was 2964.
- The final standard cell utilization of the core is 54.9%.
- The quantity of hold-fixing buffers added after cts is 0.
- The final critical path time including I/O delays and setup is 12.15 ns.
- The Yosys warning count is 26.
- The critical path arrival is 8.69 ns.
- The number of buffers between clock root and the deepest sink is 3.
- The source of the worst register-to-register timing path reads RD2Reg.Q[1]$_SDFF_PP0_.
- The maximum clock skew at final layout is 0.0433 ns.
- The fraction of layout instances using a drive strength above 1 is 12.7%.
- The first-pass iteration count of the detailed router is 18.
- The number of design rule violations left after detail routing is 0.
- Per the synthesis report, the number of distinct cell types is 109.
- The fraction of the cycle the final worst path needs reads 70.2%.
- The register area share after synthesis reads 58.0%.
- The report lists the number of standard-cell rows as 124.
- Note, the detailed placer reported a final HPWL of 118000 um.
- The worst supply voltage drop on vdd is 99.0 uV.
- The overall die width is 343 um.
- The startpoint type of the worst setup path reads an input pin.
- The CTS tree is yes.
- The total cell area reported by yosys after synthesis is 0.0580 mm^2.
- The total negative slack reads 0 ns.
- Summing over every cut layer, the via total after detailed routing is 40300.
- For reference, the final report shows the hold violation count at 0.
- The remaining global-route overflow is 0.
- The main area contributors are sky130_fd_sc_hd__edfxtp_1 (56%), sky130_fd_sc_hd__and2_1 (8.2%), sky130_fd_sc_hd__mux4_2 (3.7%).
- The later-pin clock latency in the skew report reads 0.75 ns.
- After synthesis the cells add up to 0.0580 mm^2.
- The startpoint of the most critical setup path is ShiftType[2].
- The number of CTS-inserted buffers is 120.
- The weighted congestion reported at the end of routability-driven placement reads 0.959.
- The share of synthesized area in the top cell type comes to 56.4%.
- The synthesized area divided by synthesized cell count is 11.7 um^2.
- The required arrival time at the worst endpoint is 13.84 ns.
- Looking at the max-slew report, the worst-margin pin has a slew of 1.13 ns.
- The via count of the first global-routing pass is 41000.
- Yosys reported that registers with async set or reset make up 0%.
- From bottom edge to top edge, the die measures 343 um.
- The wire length of the first global-routing pass reads 279000 um.
- The nature of the critical path endpoint reads a primary output.
- The start point of the worst hold path is InstDataMemory.memory[7][14]$_SDFFE_PP0P_.
==> through the flow <==
stage | std cells | hold slack, ns | cell area (um^2) | total power [W]
floorplan | 4962 | 0.427 | 58000 | 0.00401
global placement | 6175 | 0.445 | 59200 | 0.00453
detailed placement | 6175 | 0.448 | 59200 | 0.00453
CTS | 6397 | 0.463 | 62900 | 0.00699
global route | 6397 | 0.497 | 62900 | 0.00720
finish | 6398 | 0.465 | 62900 | 0.00698
==> worst max-delay path: stages <==
cell	delay, ns
sky130_fd_sc_hd__clkdlybuf4s50_1	0.71
sky130_fd_sc_hd__or3b_2	0.61
sky130_fd_sc_hd__nand2_1	0.20
sky130_fd_sc_hd__a221o_1	0.19
sky130_fd_sc_hd__nor2b_1	0.38
sky130_fd_sc_hd__ha_1	0.56
sky130_fd_sc_hd__or3b_1	0.43
sky130_fd_sc_hd__a21oi_1	0.26
sky130_fd_sc_hd__o31a_1	0.18
sky130_fd_sc_hd__nand3_1	0.12
sky130_fd_sc_hd__o32ai_2	0.14
sky130_fd_sc_hd__buf_4	0.27
sky130_fd_sc_hd__nand3_1	0.09
sky130_fd_sc_hd__nor4_1	0.39
sky130_fd_sc_hd__and3_1	0.22
sky130_fd_sc_hd__clkdlybuf4s50_1	0.46
==> placed cells by master (no fill, tap or decap), types with 50 or more instances in the layout <==
cell type,n
sky130_fd_sc_hd__edfxtp_1,1088
sky130_fd_sc_hd__and2_1,763
sky130_fd_sc_hd__nand2_1,472
sky130_fd_sc_hd__nor2_1,261
sky130_fd_sc_hd__nor3_1,255
sky130_fd_sc_hd__and3_1,141
sky130_fd_sc_hd__or2_2,133
sky130_fd_sc_hd__buf_4,126
sky130_fd_sc_hd__a211oi_1,124
sky130_fd_sc_hd__clkbuf_16,123
sky130_fd_sc_hd__a21oi_1,109
sky130_fd_sc_hd__nand3_1,106
sky130_fd_sc_hd__mux2i_1,103
sky130_fd_sc_hd__mux4_2,96
sky130_fd_sc_hd__nor4_1,70
sky130_fd_sc_hd__a31oi_1,61
sky130_fd_sc_hd__o21ai_0,58
sky130_fd_sc_hd__a311oi_1,55
sky130_fd_sc_hd__ha_1,50
==> path summary, 6_finish.rpt <==
check | end | slack (ns) | cells after the start
worst max-delay path | Flags[2] | 5.15 | 16
worst min-delay path | InstDataMemory.memory[7][14]$_SDFFE_PP0P_ | 0.46 | 2
worst max register to register | RegisterFile.register_file[0][1]$_SDFFCE_PN0P_ | 8.80 | 19
worst min register to register | InstDataMemory.memory[7][14]$_SDFFE_PP0P_ | 0.46 | 2
==> layer usage <==
metal	vias to the layer above	routed length, um	global-route usage, %
met2	2170	85500	50.8
met4	2	8050	11.5
met3	374	25600	18.6
met1	19800	70400	51.5
li1	17900	-	-
met5	-	8	0
==> cell families after synthesis <==
group	synth area share, %
compound gates	9.06
xor+xnor	0.227
fa+ha+maj	1.20
buf+inv	4.10
flops	58.0
mux	5.68
other cells	0.00647
simple gates	21.7
==> registers in the layout, indices dropped and copies added (netlist names) <==
register,flops
InstDataMemory.memory,1034
ProgramCounter.PC_out,8
InstReg.Q,15
RD2Reg.Q,8
RegisterFile.register_file,64
RD1Reg.Q,8
==> power breakdown <==
| part | switching [W] | internal [W] | total [W] |
|---|---|---|---|
| logic | 0.000956 | 0.000370 | 0.00133 |
| registers | 0.0000592 | 0.00311 | 0.00317 |
| clock network | 0.00110 | 0.00138 | 0.00249 |
==> final cells by class <==
cell class / instances / area [um^2]
clock buffers: 160 / 3260
diodes: 1 / 2.50
inverters: 42 / 163
fillers: 9482 / 51700
flip-flops and latches: 1137 / 33700
clock inverters: 62 / 498
well taps: 1512 / 1890
repair buffers: 160 / 1350
multi-input cells: 3324 / 22100
Power figures rest on the tool's default switching activity, not on a simulated workload.
